## design/flow/config.mk

```make
export PLATFORM = sky130hd
export DESIGN_NAME = cntup_led
export DESIGN_NICKNAME = cntup_led
export VERILOG_FILES = /design/flow/design.v
export SDC_FILE = /design/flow/constraint.sdc
export NUM_CORES = 4
export LEC_CHECK = 1
export CORE_AREA = 10 10 70 70
export DIE_AREA = 0 0 80 80
```

## design/flow/constraint.sdc

```tcl
current_design cntup_led

set clk_period 1.7
set clk_io_pct 0.2

create_clock -name clk0 -period $clk_period [get_ports {clk}]

set non_clock_inputs [all_inputs -no_clocks]
set_input_delay [expr $clk_period * $clk_io_pct] -clock clk0 $non_clock_inputs
set_output_delay [expr $clk_period * $clk_io_pct] -clock clk0 [all_outputs]
```

## design/flow/design.v

```verilog
`default_nettype none
module cntup_led
   (
    input wire 	      clk,
    input wire 	      n_rst,
    input wire 	      one_sec_flag,
    output wire [3:0] led_out
    );
   reg [3:0] 		     led_reg;
   always_ff@(posedge clk) begin
      if(!n_rst) begin
	 led_reg <= '0;
      end
      else begin
	 if(one_sec_flag)
	    led_reg <= led_reg + 'd1;
	 else
	    led_reg <= led_reg;
      end
   end  
   assign led_out        = ~led_reg;
endmodule  
`default_nettype wire
```

## design/flow/run.sh

```bash
#!/bin/bash
# OpenROAD 26Q1-2900-gdf79404cd8, Yosys 0.63+post, stock flow scripts
make -C /OpenROAD-flow-scripts/flow DESIGN_CONFIG=/design/flow/config.mk WORK_HOME=/design/flow/orfs finish
```

==> impl_report.txt <==
FLOW METRICS REPORT
----------------------------------------------------
[Route]
  Length of the first detailed-routing pass in iterations ........................ 2
  # diodes ........................ 0
  Wire length per cell ........................ 6.39 um
  Initial DRC count ........................ 4
  Wirelength, routed ........................ 486 um
  Per-cell via count in the routed design ........................ 2.13
  Via count ........................ 162
  Detail Route Antenna Nets ........................ 0
  Drt drc ........................ 0

[Worst setup path]
  Data arrival time of the worst path ........................ 1.10 ns
  Worst setup SP type ........................ register
  Kind of end point of the critical path ........................ output pin
  Setup Crit Path Kind ........................ register to output pin
  Top delay family on crit path ........................ buffers and inverters
  Worst endpoint required time ........................ 1.36 ns
  Number of buffers and inverters on the critical path ........................ 2
  Crit Path Max Fanout ........................ 4
  Cell with the largest stage delay on the worst path ........................ sky130_fd_sc_hd__clkdlybuf4s50_1
  Worst stage delay on the critical path ........................ 0.45 ns
  CP Cell Sequence ........................ inv_1 > clkdlybuf4s50_1

[Run]
  Max-cap violations ........................ 0
  Count of tool warnings ........................ 25

[GRT]
  Total overflow reported by the global router ........................ 0
  All-layer global routing usage ........................ 1.55%
  Global-route wire length before repair ........................ 731 um
  Via count of the first global-routing pass ........................ 156
  Largest net degree at the start of global routing ........................ 6
  Initial antenna violation count ........................ 0

[STA]
  Setup_tns ........................ 0 ns
  Finish-stage setup viols ........................ 0
  Number of pins with negative max-slew slack in the final report ........................ 0
  Unrepaired setup endpoints after global routing ........................ false
  Final hold violation count ........................ 0
  Worst hold slack ........................ 0.478 ns
  Clock Skew ........................ 0.00246 ns
  Minimum clock period ........................ 1.44 ns
  FMAX ........................ 695 MHz
  Transition at the pin with the smallest max-transition slack ........................ 0.233 ns
  Slew Limit Headroom ........................ 84.5%
  Part of the cycle the worst path needs ........................ 84.7%

[Placed design]
  Count of input and output buffers ........................ 6
  Placer Congestion ........................ 0.654
  Final HPWL from detailed placement ........................ 370 um

[Finish]
  Number of flip-flops under the largest register name ........................ 4
  Most common cell after layout, fill and taps aside ........................ sky130_fd_sc_hd__clkdlybuf4s50_1
  Fill cell instance count of the final layout ........................ 398
  Top cells excl fill/tap ........................ 6 x sky130_fd_sc_hd__clkdlybuf4s50_1, 5 x sky130_fd_sc_hd__inv_1, 4 x sky130_fd_sc_hd__dfxtp_1
  Area of combinational cells with multiple inputs ........................ 87.6 um^2
  Area of all sequential standard cells ........................ 80.1 um^2
  Final Util ........................ 9.56%
  Proportion of layout cells with a drive suffix above 1 ........................ 13.3%
  Area grow syn2layout ........................ 75.2%

[Clocking]
  Number of buffers on the longest clock path ........................ 2
  CTS sink cnt ........................ 4
  Number of buffers created by CTS ........................ 3
  Post-CTS Repair Setup Buffers ........................ 0
  CTS H-tree depth ........................ 1
  TritonCTS clock tree ........................ yes
  Clock latency (worst-skew pair) ........... 0.23 ns
  Number of hold buffers added after cts ........................ 0
  Number of resized instances in the post-cts repair step ........................ 0
  Clock root buffer master ........................ sky130_fd_sc_hd__clkbuf_4
  Clock-pin slew reported for the worst setup and hold paths after clock tree synthesis ........................ 0.04 ns

[Synth]
  Yosys cell count ........................ 21
  Syn Area/Cell ........................ 8.88 um^2
  Distinct cells, synth ........................ 12
  Count of synthesis-stage warnings from yosys ........................ 1
  Register share after synthesis ........................ 43.0%
  Cell area after synthesis ........................ 186 um^2
  Summed standard-cell area reported by yosys ........................ 186 um^2
  Flop and latch count out of synthesis ........................ 4
  Post-synthesis cell count ........................ 21

[Pwr]
  Overall Power ........................ 0.000256 W
  Standby leakage power ........................ 0.123 nW
  Power density over cell area ........................ 784 nW/um^2
  Worst IR drop on VDD ........................ 0.000157 V

[Floorplan]
  Overall die width ........................ 80 um
  Core Region ........................ 3420 um^2
  Top-level port count ........................ 7
  Die Ht ........................ 80 um
  Initial core utilization ........................ 5.46%
  Total number of placement rows ........................ 21
  Die area ........................ 6400 um^2

[Min path]
  Class of the tightest hold or removal check ........................ register to register

[Outcome]
  Outcome ........................ finished, final reports clean

----------------------------------------------------
[path summary, 6_finish.rpt]
kind                                 start         end  slack, ns  cells past startpoint
worst max-delay path            led_reg[0]  led_out[0]       0.26                      2
worst max register to register  led_reg[0]  led_reg[1]       0.73                      3
worst min register to register  led_reg[3]  led_reg[3]       0.48                      2
worst min-delay path            led_reg[3]  led_reg[3]       0.48                      2
[synth_stat cells]
cell type / count / area, um^2
sky130_fd_sc_hd__a21bo_2: 1 / 10.0
sky130_fd_sc_hd__nand4_1: 1 / 6.26
sky130_fd_sc_hd__nand2b_1: 1 / 6.26
sky130_fd_sc_hd__nand2_1: 1 / 3.75
sky130_fd_sc_hd__ha_1: 1 / 12.5
sky130_fd_sc_hd__nand3b_1: 1 / 7.51
sky130_fd_sc_hd__mux2i_1: 2 / 20.0
sky130_fd_sc_hd__xnor2_1: 1 / 8.76
sky130_fd_sc_hd__dfxtp_1: 4 / 80.1
sky130_fd_sc_hd__a21oi_1: 1 / 5.00
sky130_fd_sc_hd__nor2_1: 2 / 7.51
sky130_fd_sc_hd__inv_1: 5 / 18.8
[kinds of logic after synthesis]
group,share of synthesized area (%)
xor gates and xnor gates,4.70
buffers and inverters,10.1
AOI/OAI and AO/OA,8.05
and+or+nand+nor,16.8
adders and majority gates,6.71
muxes,10.7
DFF,43.0
[power breakdown]
| group | switching [W] | leakage, nW | internal [W] |
|---|---|---|---|
| clock network | 0.0000406 | 0.0138 | 0.0000791 |
| logic | 0.0000110 | 0.0768 | 0.0000200 |
| registers | 0.00000595 | 0.0326 | 0.0000995 |
| total | 0.0000575 | 0.123 | 0.000199 |
[worst min-delay path, delay by kind of cell (launching register included)]
family           cells  cell delay [ns]
flip-flops           1             0.31
multiplexers         1             0.06
AND/OR/NAND/NOR      1             0.05
[metal layers]
layer	wire length [um]	up-vias	GRT usage [%]	share of wire (%)
met5	0	-	0	0
met1	220	69	1.60	45
met4	0	0	0.528	0
li1	-	84	-	-
met3	149	0	3.07	31
met2	116	9	1.04	24
[area by class of cell]
type	count	share of cell area [%]
clock buffer	3	6.90
sequential	4	24.5
timing repair buffer	6	18.4
inverter	5	5.75
multi-input combinational	12	26.8
tap	46	17.6
[through the flow]
step                cell area (um^2)  cells  setup slack [ns]
floorplan                        186     21             0.811
global placement                 304     73             0.398
detailed placement               304     73             0.374
CTS                              327     76             0.248
global route                     327     76             0.211
finish                           327     76             0.261
Power is estimated from default activity; no workload was simulated.
