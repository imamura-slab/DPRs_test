[./config.mk]
export PLATFORM = sky130hd
export DESIGN_NAME = cntdown_seg7
export DESIGN_NICKNAME = cntdown_seg7
export VERILOG_FILES = /design/flow/design.v
export SDC_FILE = /design/flow/constraint.sdc
export NUM_CORES = 4
export LEC_CHECK = 1
export CORE_AREA = 10 10 70 70
export DIE_AREA = 0 0 80 80
[./constraint.sdc]
current_design cntdown_seg7

set clk_period 1.2
set clk_io_pct 0.2

create_clock -name clk0 -period $clk_period [get_ports {clk}]

set non_clock_inputs [all_inputs -no_clocks]
set_input_delay [expr $clk_period * $clk_io_pct] -clock clk0 $non_clock_inputs
set_output_delay [expr $clk_period * $clk_io_pct] -clock clk0 [all_outputs]
[./design.v]
`default_nettype none
module cntdown_seg7
   (
    input wire 	      clk,
    input wire 	      n_rst,
    input wire 	      one_sec_flag,
    output wire [3:0] seg7val_out
    );
   reg [3:0] 		     seg7val_reg;
   always_ff@(posedge clk) begin
      if(!n_rst) begin
	 seg7val_reg <= '0;
      end
      else begin
	 if(one_sec_flag) begin
	    if(seg7val_reg == 'd0) begin
	       seg7val_reg <= 'd9;
	    end
	    else begin
	       seg7val_reg <= seg7val_reg - 'd1;
	    end
	 end
	 else begin
	    seg7val_reg[0] <= seg7val_reg[0];
	 end  
      end  
   end  
   assign seg7val_out = seg7val_reg;
endmodule  
`default_nettype wire
[./run.sh]
#!/bin/bash
# OpenROAD 26Q1-2900-gdf79404cd8, Yosys 0.63+post, stock flow scripts
make -C /OpenROAD-flow-scripts/flow DESIGN_CONFIG=/design/flow/config.mk WORK_HOME=/design/flow/orfs finish
==> run notes <==
Physical design

Summed over all layers, the routed wires come to 549 um. Per the post-route antenna check, the number of violating nets is 0. The number of antenna violations at the first check in global routing is 1. Of the synthesized area, sequential elements account for 48.12%. The total length of routed met2 wires stands at 142 um. Entering global routing, the biggest net connects 7 pins. In the final layout, the share of cells above drive strength 1 is 45.16%. The final setup violation count stands at 1.

Once synthesis finished, the tally of register bits stood at 4. The yosys stat cell total stands at 17. Looking at the clock tree report, the maximum root-to-sink buffer count equals 2. The count of hold buffers inserted by post-cts repair stands at 0. Counting only logic cells after layout, the most numerous master is dlygate4sd2_1.

Clock-pin slew was measured on the worst setup and hold paths at 0.04 ns. TritonCTS built the clock tree. The library cells used most frequently in the layout, excluding fill and tap cells, are dlygate4sd2_1 (5), dfxtp_2 (4), o21ai_0 (3), clkbuf_4 (3), buf_4 (3).

The report lists the cells along the critical path as or3b_4 -> or3_1 -> a21boi_1. The setup path with the least slack is of type flip-flop to flip-flop. Setup slack on the worst path after placement came out at -0.4460 ns.

The floorplan has 21 rows. The warning tally printed by Yosys for this design is 1. The register with the most flip-flops in the layout has 4 of them. The final critical-path share of the clock period stands at 105.8%. The signed area change from the synthesized netlist to the final layout stands at 112.0%. The post-route DRC violation count stands at 0. The number of unique standard cell types used by synthesis stands at 10.

The synthesized netlist devotes 0% of its cell area to XOR and XNOR gates. The worst setup margin stands at -0.06967 ns. The placed cell count stands at 71. The floorplan die area stands at about 6400 um^2. The switching part of the total power stands at 22.32%. During I/O placement, the number of pins put on the boundary was 7. The analysis attributes to net switching a power of around 87 uW. For this design the static power due to leakage is 0.1403 nW. The total number of H-tree levels stands at 1. Setup repair after global routing could not meet its margin everywhere. After synthesis, the largest family of logic cells by area is simple AND/OR/NAND/NOR gates. At the worst endpoint, the arrival time is about 1.4 ns.

The number of hold-slack violations in the final timing report stands at 0. The routed length per instance stands at roughly 7 um. The summed standard-cell area reported by yosys stands at 166.4 um^2.

The die is 80 um tall. The via count of the first global-routing pass stands at 184. The clock skew stands at 0.003390 ns. The data required time at the worst endpoint stands at 1.36 ns. The finished layout holds roughly 78 standard cells, fillers aside.

The area fraction in mux cells stands at 0%. The synthesized area per cell stands at 9.789 um^2. The clock sink total stands at 4. In this run the VDD rail shows a maximum IR drop of between 200 and 250 uV. After detailed routing, the met3 layer carries 173 um of wire. The global-route wire length before repair stands at 855 um.

The first-pass iteration count of the detailed router stands at 3. The number of I/O port buffers stands at 6. The peak clock frequency supported by timing stands at approximately 0.8 GHz. Per the detail_route report, vias per standard cell equal between 2 and 2.5.

The instance count of the mapped netlist stands at 17. The final layout report lists a filler cell count of between 400 and 500. On the worst path, the slowest cell contributes a delay of 0.40 ns. Looking at the power breakdown, combinational cells take 17.3% of the total. In this run the clock root is driven by a clkbuf_4. The total routing resource utilization after global routing stands at 1.946%.

The total CTS buffers stands at 3. Looking at the critical path, the single cell with the biggest stage delay is or3b_4. The routed metal-1 wire length stands at roughly 230 um.

Before any placement, the netlist area is recorded as 166.4 um^2. The stage logs contain a warning count of 27. The horizontal die dimension reported for this design is 80 um.

The final reports fail on negative setup slack. Per the synthesis report, the adder-cell share of the synthesized area is 0%. For reference, compound AND-OR and OR-AND cells occupy roughly a fifth of the area reported after synthesis.

The maximum fanout along the worst path stands at 2. The first routing iteration left 23 violations. The detailed router placed 182 vias in this run. The worst setup path is captured at a flip-flop. The run finished, with violations left.

In the final report, the number of pins over their slew limit comes to 0. The clock network fraction of total power stands at between 40% and 50%. Before placement the cells fill 4.872% of the core. Routed signal wires occupy layers up through met3. After floorplanning, the core was sized to cover 3416 um^2. The proportion of power drawn by flip-flops and latches stands at 39.8%. The report lists the power per cell area as ~1100 nW/um^2. In this run, the synthesized area fraction spent on and/or/nand/nor cells is recorded as 30.83%. The internal portion of the total power is 302.8 uW. The number of maximum-capacitance violations recorded for the run is 0. The aggregate global routing overflow stands at 0.

The worst setup path is launched from a flip-flop. The time the worst path needs with I/O delays and setup stands at roughly 1.3 ns. Looking at the max-slew report, the worst-margin pin has a slew of 0.2071 ns.

The relative slew slack stands at 86.15%. The clock latency reported for the late side of the worst-skew pair stands at 0.24 ns. The weighted congestion at the end of routability-driven global placement stands at about 0.66.

STA reports the tightest min-delay check as being of type input port to flip-flop.
kinds of logic (layout without fill, tap and decap cells):
logic type | count (synthesis) | count (layout)
other | 0 | 1
AOI/OAI and AO/OA | 6 | 6
buffers and inverters | 0 | 14
and+or+nand+nor | 7 | 7
DFF | 4 | 4
cell type report:
class | count | area [um^2] | share of cell area, %
Clock buffer | 3 | 22.52 | 6.383
Sequential cell | 4 | 85.08 | 24.11
Multi-Input combinational cell | 13 | 86.33 | 24.47
Timing Repair Buffer | 11 | 98.84 | 28.01
Antenna cell | 1 | 2.502 | 0.7092
Tap cell | 46 | 57.56 | 16.31
Yosys cell counts:
cell type | instances | area share, %
or2b_1 | 1 | 4.5
or3b_4 | 1 | 6.8
or3_1 | 1 | 3.8
or2b_2 | 1 | 5.3
o21ai_0 | 4 | 12
nand3b_1 | 1 | 4.5
nand3_1 | 2 | 6.0
dfxtp_1 | 4 | 48
a21boi_1 | 1 | 4.5
a21boi_0 | 1 | 4.5
per-layer routing:
layer	up-vias	global-route usage (%)
li1	91	-
met1	80	2.064
met2	11	1.605
met3	0	3.636
met4	0	0.1761
met5	-	0
critical path: cells and delay by family (launching register included):
| family | cells | cell delay [ns] |
|---|---|---|
| AOI/OAI and AO/OA | 1 | 0.13 |
| DFF | 1 | 0.31 |
| and+or+nand+nor | 2 | 0.75 |
power by group through the flow:
stage	combinational [mW]	clock [mW]	sequential, mW
CTS	0.0692	0.173	0.154
global route	0.0755	0.194	0.157
finish	0.0674	0.168	0.155
metrics by stage:
stage	power (mW)	util [%]	setup TNS, ns	instance area [um^2]	hold slack [ns]
after floorplan	0.1727	-	0	166.4	0.3787
after global placement	0.2105	8.755	-0.7500	299.0	0.4907
after detailed placement	0.2135	8.755	-0.8211	299.0	0.5122
after CTS	0.3966	10.48	-0.1634	357.8	0.4307
after global routing	0.4259	10.33	-0.1079	352.8	0.4589
final	0.3898	10.33	-0.06967	352.8	0.4354
what timing repair did:
item / 4_1_cts / 5_1_grt
pin swaps: 1 / 3
buffers inserted: 4 / 0
endpoints found under the setup margin: 5 / 3
resized: 11 / 1
path summary, 6_finish.rpt:
kind,start,end,slack (ns),cells past startpoint
max,seg7val_reg[1],seg7val_reg[3],-0.07,3
min,one_sec_flag,seg7val_reg[0],0.44,3
max reg2reg,seg7val_reg[1],seg7val_reg[3],-0.07,3
min reg2reg,seg7val_reg[3],seg7val_reg[3],0.50,2
No activity file was given, so power comes from the tool's default toggle rates.
