File: /design/flow/config.mk
export PLATFORM = sky130hd
export DESIGN_NAME = cnt_sec
export DESIGN_NICKNAME = cnt_sec
export VERILOG_FILES = /design/flow/design.v
export SDC_FILE = /design/flow/constraint.sdc
export NUM_CORES = 4
export LEC_CHECK = 1
export CORE_AREA = 10 10 97 97
export DIE_AREA = 0 0 107 107
File: /design/flow/constraint.sdc
current_design cnt_sec

set clk_period 5.1
set clk_io_pct 0.2

create_clock -name clk0 -period $clk_period [get_ports {clk}]

set non_clock_inputs [all_inputs -no_clocks]
set_input_delay [expr $clk_period * $clk_io_pct] -clock clk0 $non_clock_inputs
set_output_delay [expr $clk_period * $clk_io_pct] -clock clk0 [all_outputs]
File: /design/flow/design.v
`default_nettype none
module cnt_sec
  #(
    parameter integer FREQUENCY = -1
    )
   (
    input wire 	clk,
    input wire 	n_rst,
    output wire one_sec_flag_out
    );
   reg [$clog2(FREQUENCY):0] sec_cnt;
   always_ff@(posedge clk) begin
      if(!n_rst) begin
	 sec_cnt <= '0;
      end
      else begin
	 if(sec_cnt == FREQUENCY-1) 
	    sec_cnt <= '0;
	 else
	    sec_cnt <= sec_cnt + 'd1;
      end
   end  
   assign one_sec_flag_out = (sec_cnt == FREQUENCY-1);
endmodule  
`default_nettype wire
File: /design/flow/run.sh
#!/bin/bash
# OpenROAD 26Q1-2900-gdf79404cd8, Yosys 0.63+post, stock flow scripts
make -C /OpenROAD-flow-scripts/flow DESIGN_CONFIG=/design/flow/config.mk WORK_HOME=/design/flow/orfs finish
==> run summary <==
Update from the flow run.

The report puts the hold buffer count at CTS at 0. The final timing report lists a max-slew violation count of 0. The worst pin sits at a relative slew slack of 63.9%. The worst path meets setup with 1.85 ns of slack. Of the cells placed in the final design, the portion with a size suffix greater than 1 is 11.5%. Looking at the post-CTS report, the setup buffer insertion count equals 0. Of the total synthesized cell area, the portion taken by AND, OR, NAND and NOR gates is 33.3%. In the final timing run, aggregate negative setup slack is 0 ns.

The script parses the final routing iteration and logs DRC violations as 0. The startpoint of the lowest-slack hold path is sec_cnt[25]. Global routing used 9.10% of the available met1 tracks. Data on the critical path is required at its endpoint by 4.08 ns.

The critical path endpoint category is a primary output. The worst hold path cell count is 2. Measured along the y axis, the die boundary spans 107 um. The total of endpoints with negative setup slack in the final report is 0. The cell sequence reported for the critical path is nand4_2 > or4_2 > nor3_1 > clkdlybuf4s50_1. The synthesized-area fraction occupied by xor and xnor cells is 7.10%. The timing-limited maximum frequency is 307 MHz.

The flip-flop count of the largest register after layout is 33. The number of cells on the worst reg-to-reg path is 5. The startpoint class of the critical path is a register. The maximum vdd ir drop is 0.115 mV. In this run the deepest clock path goes through 2 buffers. The number of placement rows is 31.

Entering global routing, the biggest net connects 25 pins. The run finished with clean final reports. The total overflow left after global routing is 0. The total tool warning count is 26. The area added between synthesis and finish is 13.3%.

The slew at the pin closest to its max-slew limit is 0.538 ns. The clock transition at the registers of the reported paths is 0.07 ns. The unique cell type count in the Yosys netlist is 36. The script computed a power per unit cell area of 272 nW/um^2.

After synthesis the cells add up to 1730 sq um. The most heavily used metal layer in global routing is met2. The maximum level of the CTS H-tree is 2. The final hold violation count recorded for this run is 0. dfxtp_1 takes more of the synthesized area than any other cell. The final standard cell area without fillers is 1960 sq um. The met3 usage is 1.33%. The routed design shows a wire length per standard cell of 12.3 um. In this run the full chip footprint comes out at 11,400 sq um. The total antenna diodes in the routed design is 0. After synthesis, the share of cell area in mux cells is 1.16%. In this run the biggest area consumer among cell types represents 38.3% of the synthesized area. Summing the areas of all compound-gate instances in the mapped netlist gives 14.2% of the synthesized area. The leakage power of the design is 0.544 nW.

The number of antenna violations at the first check in global routing is 0. The number of sinks handled by clock tree synthesis is 33. The core region is 7290 sq um. According to the report, the first pass of detailed routing completed in 4 iterations. The critical path is of the reg -> out type.

In the final run the clock tree shows a worst skew of 0.00998 ns. The area figure in the yosys stat output is 1730 sq um. The routed design has 3580 um of wire. For the worst reg-to-reg path, the endpoint reported by OpenROAD is sec_cnt[7].

Excluding fillers, the count of instances in the completed layout stands at 291. The number of placed I/O pins is 3. Ranked by total cell area, the synthesized netlist is headed by dfxtp_1, nor3_1, a211oi_1, xnor2_1, o31ai_1.

Clock tree synthesis inserted a total of 5 buffers. For reference, full adder, half adder and majority cells occupy 1.45% of the area reported after synthesis. The cell count after placement is 283. Per the detail_route report, the via count comes to 1,454. Setup repair after global routing left no endpoint under its margin. After synthesis, the share of flip-flops with an asynchronous set or reset is 0%.

Checking hold timing, the worst path is listed with class reg -> reg. Summed over all nets, the half-perimeter wirelength after detailed placement is 2460 um. The cell sitting at the root of the clock tree is a clkbuf_8.

For hold timing, the worst endpoint is sec_cnt[25]. Per the post-run analysis, buffers plus inverters along the critical path come to 1. The largest single stage delay on the critical path is 0.68 ns. From left edge to right edge, the die measures 107 um. The residual antenna-violating net count after detailed routing is 0.

The number of cells reported by Yosys stat comes to 191. The dominant combinational cell family by area after synthesis is simple AND/OR/NAND/NOR gates. The report shows a maximum critical-path fanout of 6. The global-route wire length before repair is 6130 um. The flop and latch count out of synthesis is 33. The initial core utilization is 23.7%.

The count of flip-flops with a built-in enable after synthesis is 0. The source-to-sink clock delay at the later pin of the worst-skew pair is 0.29 ns. The critical path's top delay family is simple AND/OR/NAND/NOR gates. The met2 track demand over resource is 9.39%. The largest register by flop count is sec_cnt. Per the gpl log, the routability congestion estimate is 0.842. The endpoint arrival time on the critical path is 2.23 ns.

The vias per cell is 5.00. The cell type of the slowest stage on the worst timing path is or4_2. Gates resized during post-CTS repair numbered 0.

The worst path uses 63.8% of the clock period. The warning tally printed by Yosys for this design is 1. The commonest cells after synthesis are dfxtp_1, nor3_1, nand3_1. Input and output buffers added on the ports amount to 2. The post-synthesis cell count is 191.

Once placement finished, the instance area stood at 1840 sq um. The most common flop cell mapped by yosys is dfxtp_1. Across every metal layer, demand over resource in global routing totals 6.25%.

The number of global-route vias before repair is 1,329. Among all cell types in the netlist, the one instantiated most often is dfxtp_1. The sequential area share after synthesis is 38.3%.

The starting DRC count in detailed routing is 67. The total chip power is 0.532 mW. The final critical delay including setup and external delays is 3.25 ns. Per the timing report, the most critical flop-to-flop path originates at sec_cnt[8]. In the final layout, the registers with the most flip-flops are sec_cnt (33). The number of maximum-capacitance violations recorded for the run is 0. The worst-case reg-to-reg setup slack stands at 2.69 ns.

The mean post-synth cell area is 9.04 sq um. OpenSTA, run right after detailed placement, puts the worst setup slack at 2.14 ns. The TritonCTS clock tree is yes.
-- layer usage --
layer,routed length [um],up-vias
li1,-,746
met2,1490,13
met3,101,5
met4,55,0
met1,1930,690
met5,0,-
-- cells in the final DEF, fill, tap and decap left out, types with 3 or more instances in the layout --
cell type / instances
nand4_1: 9
nor3_1: 22
inv_1: 6
and4_1: 4
xor2_1: 5
o21ai_0: 4
nor2_1: 3
dfxtp_1: 33
clkbuf_8: 6
nand3_1: 13
o31ai_1: 10
nand2_1: 6
xnor2_1: 9
a211oi_1: 12
or3_1: 5
or4_1: 10
-- cell families after synthesis --
| family | Yosys count |
|---|---|
| compound gates | 32 |
| xor+xnor | 14 |
| fa+ha+maj | 2 |
| buf+inv | 17 |
| flops | 33 |
| mux | 2 |
| simple gates | 91 |
-- worst max-delay path by stage --
stage                      end  cells after the start       start  slack, ns
global route  one_sec_flag_out                      4  sec_cnt[8]       1.71
CTS           one_sec_flag_out                      4  sec_cnt[8]       1.81
finish        one_sec_flag_out                      4  sec_cnt[8]       1.85
-- layout make-up --
class | count | area [sq um]
Clock inverter | 2 | 37.5
Timing Repair Buffer | 4 | 35.0
Fill cell | 801 | 5340
Inverter | 6 | 22.5
Tap cell | 99 | 124
Multi-Input combinational cell | 141 | 993
Sequential cell | 33 | 661
Clock buffer | 6 | 82.6
-- report_power, final --
part / total [mW] / internal [mW] / leakage, nW / switching [mW]
logic: 0.0112 / 0.00416 / 0.220 / 0.00701
registers: 0.262 / 0.260 / 0.266 / 0.00273
clock network: 0.258 / 0.159 / 0.0574 / 0.0994
-- stage by stage --
step / hold WS (ns) / utilization, %
after floorplan: 0.456 / -
after global placement: 0.471 / 25.2
after detailed placement: 0.481 / 25.2
after CTS: 0.492 / 26.8
after global routing: 0.527 / 26.8
final: 0.489 / 26.8
-- worst min-delay path: stages (launching register included) --
cell	delay, ns
dfxtp_1	0.32
o31ai_1	0.06
a211oi_1	0.06
Power is estimated from default activity; no workload was simulated.
